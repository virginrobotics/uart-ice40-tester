`./design.v`:
```
module shift_tx #(
    parameter FRAME_WIDTH = 10,
    parameter SHIFT_AMOUNT = 10    
) (
    input   wire                       baud_clk,
    input   wire                       send_en,
    input   wire   [FRAME_WIDTH-1:0]   data_frame,
    output  wire                       ftdi_tx,
    output  wire                       frame_sent
);
    reg [FRAME_WIDTH-1:0] tray = 10'b0;
    reg [5:0] shift_count = 0;
    reg ftdi_tx_gg = 0;
    assign ftdi_tx = ftdi_tx_gg;
    always @(posedge baud_clk) begin
        if (shift_count == SHIFT_AMOUNT-1) begin
            shift_count <= 0;
            tray        <= data_frame;
            ftdi_tx_gg  <= 1; 
        end else begin
            ftdi_tx_gg  <= tray[0];
            tray    <= tray >> 1; 
            shift_count <= shift_count + 1;
        end
    end
endmodule
```
`./run.sh`:
```
#!/bin/bash
# OpenROAD 26Q1-2900-gdf79404cd8, Yosys 0.63+post, stock flow scripts
make -C /OpenROAD-flow-scripts/flow DESIGN_CONFIG=/design/flow/config.mk WORK_HOME=/design/flow/orfs finish
```
`./config.mk`:
```
export PLATFORM = sky130hd
export DESIGN_NAME = shift_tx
export DESIGN_NICKNAME = shift_tx
export VERILOG_FILES = /design/flow/design.v
export SDC_FILE = /design/flow/constraint.sdc
export NUM_CORES = 4
export LEC_CHECK = 1
export CORE_AREA = 10 10 70 70
export DIE_AREA = 0 0 80 80
```
`./constraint.sdc`:
```
current_design shift_tx

set clk_period 2.9
set clk_io_pct 0.2

create_clock -name clk0 -period $clk_period [get_ports {baud_clk}]

set non_clock_inputs [all_inputs -no_clocks]
set_input_delay [expr $clk_period * $clk_io_pct] -clock clk0 $non_clock_inputs
set_output_delay [expr $clk_period * $clk_io_pct] -clock clk0 [all_outputs]
```
==> flow_summary.yaml <==
# yosys + openroad results
logic_synthesis:
  synthCells: 49
  ys_seq_share_pct: 55.2
  top_logic_kind: "multiplexers"
  synth_top_area_share_pct: 55.2
  area_leaders: "dfxtp_1 (55%), mux2_4 (9.7%), mux2_2 (9.1%)"
  synth.distinct_cells: 17
  synth.cellmix.compoundShare_pct: 0
  synth_area_um2: 617
  ys.flops: 17
  edf_count: 0
  largest_area_cell: "dfxtp_1"
  ys_area_um2: 617
  ys_cells: 49
  top_cell: "dfxtp_1"
  synth_warnings: 2
  xor_share_pct: 5.68
  yosys.area_share.simple_pct: 9.53
  synthMuxAreaShare_pct: 18.9
  ys_top_cells_by_count: "dfxtp_1 (17), nor2_1 (6), mux2_2 (5), mux2_4 (4)"
  syn_avg_cell_area_um2: 12.6
  ys.flop_type: "dfxtp_1"
  ys_sh_adder_pct: 4.06
  async_flop_share_pct: 0
clock_network:
  root_buffer: "clkbuf_4"
  clkTransAtPathRegs_ns: 0.10
  cts_buffers: 3
  h-tree-depth: 1
  insertion_delay_ns: 0.29
  hold_buffers: 0
  post_cts_buffers: 0
  cts_tree: "done"
  clk_path_buf_depth: 2
  cts.sink_count: 17
  postCtsResizedCells: 0
finish:
  syn_to_final_growth_pct: 26.2
  instances_no_fill: 107
  layout-drive-gt1-share_pct: 21.3
  stdcell_area_um2: 778
  fillers: 371
die:
  core-area_um2: 3420
  fp.dieH_um: 80
  dieArea_um2: 6400
  die_x_um: 80
  num_rows: 21
  pin_count: 14
  fp_util_pct: 18.1
drt:
  wirelength_um: 868
  drt_iter0_markers: 43
  drtPass1Iterations: 3
  vias_per_cell: 3.14
  vias: 336
  antennaDiodeCount: 0
  drc: 0
  drtAntennaViolNets: 0
  wl_per_cell_um: 8.11
timing:
  period_needed_ns: 1.69
  finalClockSkew_ns: 0.0108
  worst_pin_slew_ns: 0.688
  finalSetupViolCount: 0
  fmax_mhz: 591
  slew_viol_final: 0
  max-slew-margin-rel_pct: 54.1
  period_used_pct: 58.3
  hold_viol_final: 0
  rsz0062_at_grt: "no"
  setup_tns_ns: 0
global_route:
  gr-total-overflow: 0
  antenna_found_initial: 0
  grtUsageTotal_pct: 2.92
  grt_pass1_vias: 357
  grt_pass1_wl_um: 1500
  grt_max_degree: 16
pwr:
  leakage_nw: 0.313
  p_total_uw: 368
  p_per_area_nw_per_um2: 473
  peakVddDrop_mv: 0.197
placed_design:
  place_inst: 103
  io_buffers: 11
  place_hpwl_um: 636
  dpl_cell_area_um2: 751
  gp_congestion: 0.693
min_path:
  timing.hold.worst.class: "reg2reg"
critical_path:
  cp-start-kind: "flop"
  critPathKind: "reg2reg"
  critical_path.endpoint_type: "flop"
  crit_required_ns: 3.08
  cp.arrival_ns: 1.87
  critical_path.max_fanout: 15
flow_run:
  tool_warnings: 27
  cap_violations: 0
outcome:
  status: "finished clean"
worst max-delay path: stages (launching register included):
cell,delay [ns]
dfxtp_1,0.38
ha_1,0.15
and4b_1,0.65
mux2_2,0.40
cell usage in the layout, fill, tap and decap left out, drive strengths merged:
cell	count
dfxtp	17
clkdlybuf4s50	11
xnor2	2
nand3	2
xor2	2
ha	2
clkbuf	3
conb	1
and2	1
inv	1
nor2	6
or2	1
nand2	1
clkinv	1
mux2	9
and4b	1
final timing paths:
path                                      from         end  slack [ns]  depth (start not counted)
worst max-delay path            shift_count[0]     tray[8]        1.21                          3
worst min-delay path                   tray[0]  ftdi_tx_gg        0.42                          1
worst max register to register  shift_count[0]     tray[8]        1.21                          3
worst min register to register         tray[0]  ftdi_tx_gg        0.42                          1
power by group:
group / internal, mW / switching [mW] / total [mW]
Sequential: 0.233 / 0 / 0.233
Clock: 0.0512 / 0.0706 / 0.122
Combinational: 0.0117 / 0.00164 / 0.0134
Total: 0.296 / 0.0722 / 0.368
layer usage:
| metal | share of wire, % | global-route usage, % | vias to the layer above |
|---|---|---|---|
| met1 | 49 | 3.48 | 145 |
| li1 | - | - | 179 |
| met4 | 0 | 0.176 | 0 |
| met3 | 13 | 2.50 | 0 |
| met2 | 38 | 4.09 | 12 |
| met5 | 0 | 0 | - |
cell type report:
class | count | area, um2 | share of cell area, %
tap | 46 | 57.6 | 7.40
sequential | 17 | 340 | 43.7
multi-input combinational | 28 | 239 | 30.7
clock buffer | 3 | 22.5 | 2.89
inverter | 1 | 3.75 | 0.482
clock inverter | 1 | 5.00 | 0.643
timing repair buffer | 11 | 110 | 14.1
kinds of logic (layout without fill, tap and decap cells):
logic type / after synthesis / count (layout)
buffers and inverters: 4 / 16
adder cells (fa/ha/maj): 2 / 2
flip-flops: 17 / 17
other: 1 / 1
AND/OR/NAND/NOR: 12 / 12
XOR/XNOR: 4 / 4
multiplexers: 9 / 9
state kept, by name, indices dropped and copies added (netlist names):
| name | count |
|---|---|
| tray | 10 |
| shift_count | 6 |
| ftdi_tx_gg | 1 |
through the flow:
stage	worst slack, ns	util [%]	hold slack [ns]
2_1_floorplan	1.52	-	0.386
3_3_place_gp	1.23	22.0	0.396
3_5_place_dp	1.19	22.0	0.393
4_1_cts	1.18	22.8	0.421
5_1_grt	1.09	22.8	0.428
6_report	1.21	22.8	0.416
Power and IR drop assume default switching activity.
